===== run.sh =====
#!/bin/bash
# OpenROAD 26Q1-2900-gdf79404cd8, Yosys 0.63+post, stock flow scripts
make -C /OpenROAD-flow-scripts/flow DESIGN_CONFIG=/design/flow/config.mk WORK_HOME=/design/flow/orfs finish

===== config.mk =====
export PLATFORM = sky130hd
export DESIGN_NAME = counter_up_load
export DESIGN_NICKNAME = counter_up_load
export VERILOG_FILES = /design/flow/design.v
export SDC_FILE = /design/flow/constraint.sdc
export NUM_CORES = 4
export LEC_CHECK = 1
export CORE_AREA = 10 10 70 70
export DIE_AREA = 0 0 80 80

===== constraint.sdc =====
current_design counter_up_load

set clk_period 1.4
set clk_io_pct 0.2

create_clock -name clk0 -period $clk_period [get_ports {clk}]

set non_clock_inputs [all_inputs -no_clocks]
set_input_delay [expr $clk_period * $clk_io_pct] -clock clk0 $non_clock_inputs
set_output_delay [expr $clk_period * $clk_io_pct] -clock clk0 [all_outputs]

===== design.v =====
module counter_up_load(count,clk,rst,load,data);
input clk,rst,load;
input [7:0] data;
output [7:0] count;
reg [7:0] count_temp;
always @(posedge clk)
    if (!rst)
        count_temp <= 8'd0;
    else if (load)
        count_temp <= data;
    else
        count_temp <= count_temp + 1;
assign count = count_temp;
endmodule

==> reports/metrics.yaml <==
status: "finished, final reports clean"
post-dp-hpwl_microns: 899
max_stage_delay_ps: 470
firstDrtPassIters: 4
async_flop_share_pct: 0
cp.required_ps: 1120
relSlewSlack_pct: 83.0
finClkSkew_ps: 5.01
worstSetupPathDepth: 1
most_common_cell: "o21ai_0"
wire_per_inst_microns: 9.50
cts.sinks: 8
drt_iter0_drc: 7
syn-instance-count: 42
worst_pin_slew_ps: 255
ys_area_sq_um: 365
path_cells: "clkdlybuf4s50_1"
crit_start: "count_temp[5]$_SDFF_PN0_"
p_leak_nw: 0.243
yosys_warnings: 1
synth_area_leader_cell: "dfxtp_1"
setup_viol_count_final: 0
rrSetupSlack_ps: 150
worstReg2RegEnd: "count_temp[6]$_SDFF_PN0_"
aoi_share_pct: 21.6
largest_reg_flops: 8
post_synth.cell_area_avg_sq_um: 8.70
io_pins: 19
antenna_cells_inserted: 0
hold_viol: 0
syn_to_final_growth_pct: 84.9
ff2ff_path_depth: 4
clk_latency_ps: 250
fp.dieW_microns: 80
logic_family: "AND-OR/OR-AND gates"
grt_pass1_wl_microns: 1640
mux_share_pct: 2.74
r2r-start: "count_temp[0]$_SDFF_PN0_"
crit_end: "count[5]"
grt_pass1_vias: 362
fillCellCount: 388
max_freq_ghz: 0.741
period_used_pct: 96.4
enable_flop_cells: 0
antenna_found_initial: 0
synth_seq_share_pct: 43.8
path_max_fanout: 5
place_area_sq_um: 611
ys_sh_xor_pct: 7.19
synth-simple-area-share_pct: 20.2
fin_area_sq_um: 676
path_clk_slew_ps: 50
largest_register: "count_temp"
grt_max_degree: 11
ff_type: "dfxtp_1"
rows: 21
topCellsByArea: "dfxtp_1, o21ai_0, a31oi_1, or3_1, xor2_1"
cp_top_family: "buffers and inverters"
top_regs: "count_temp (8)"
fp_util_pct: 10.7
yosysTopAreaCellShare_pct: 43.8
top_cells_by_count: "o21ai_0, dfxtp_1, nand2_1"
synth_area_sq_um: 365
cp.arrival_ps: 1070
critPathBufInv: 1
warning_count: 25
core_sq_um: 3420
power_mw: 0.537
p_per_area_nw_per_um2: 795
die_h_microns: 80
grt_use_total_pct: 3.30
cts_buffers: 3
hold_path_class: "register to register"
num_vias: 378
synth-seq-cells: 8
ctsRootBufferMaster: "clkbuf_4"
cp-start-kind: "register"
ys_cells: 42
gr-total-overflow: 0
clock_path_buffers: 2
place_congestion: 0.682
cp-end-kind: "output pin"
dieArea_sq_um: 6400
ys_types: 16
drt-total-wl_microns: 1070
finalCriticalPeriod_ps: 1350
rsz0062_at_grt: "false"
fin_util_pct: 19.8
cap_violations: 0
synthAdderAreaFrac_pct: 3.42
slew_viol_final: 0
max-vdd-ir-drop_mv: 0.394
path_class: "register to output pin"
drive_gt1_share_pct: 23.9
ant_nets: 0
viasPerCell: 3.35
port_buffers: 18
cts.htree.levels: 1
crit_slowest_cell: "clkdlybuf4s50_1"
cts_tree: "yes"
route.detailed.drc: 0
cells by family after synthesis:
logic type | count (synthesis)
buffers and inverters | 1
and+or+nand+nor | 13
xor gates and xnor gates | 3
AOI/OAI and AO/OA | 15
muxes | 1
adders and majority gates | 1
DFF | 8
metrics by stage:
step	setup TNS (ps)	hold WS, ps	worst slack (ps)	cells
after global placement	0	496	38.0	107
after floorplan	0	402	219	42
after detailed placement	-70.9	520	-39.5	107
final	0	506	50.9	113
after CTS	0	526	4.00	110
after global routing	0	534	4.03	113
cell type report:
type | count | area [sq um] | share of cell area, %
clock buffer | 3 | 22.5 | 3.33
inverter | 1 | 3.75 | 0.556
multi-input combinational | 33 | 201 | 29.8
sequential | 8 | 178 | 26.3
tap | 46 | 57.6 | 8.52
timing repair buffer | 22 | 213 | 31.5
power breakdown:
part | total, mW | switching (mW) | internal [mW]
Sequential | 0.261 | 0.0150 | 0.246
Clock | 0.166 | 0.0685 | 0.0974
Combinational | 0.110 | 0.0335 | 0.0764
Total | 0.537 | 0.117 | 0.420
worst min path at each step:
stage | start | slack (ps) | endpoint | cells past startpoint
4_1_cts | count_temp[7]$_SDFF_PN0_ | 530 | count_temp[7]$_SDFF_PN0_ | 2
5_1_grt | count_temp[7]$_SDFF_PN0_ | 530 | count_temp[7]$_SDFF_PN0_ | 2
6_report | count_temp[7]$_SDFF_PN0_ | 510 | count_temp[7]$_SDFF_PN0_ | 2
metal layers:
layer	global-route usage [%]	part of all wire [%]	up-vias
li1	-	-	204
met1	5.11	59	157
met2	3.61	31	17
met3	2.27	9.8	0
met4	0.176	0	0
met5	0	0	-
repair_timing:
| action | CTS | global route |
|---|---|---|
| gates resized | 7 | 5 |
| buffers inserted | 0 | 3 |
| setup endpoints to repair | 6 | 6 |
| hold buffers | 0 | 0 |
cells in the final DEF, fill, tap and decap left out, drive strengths merged:
master,n
a21oi,2
a31oi,3
and2,2
buf,4
clkbuf,3
clkdlybuf4s50,17
clkinv,1
dfxtp,8
dlymetal6s2s,1
ha,1
mux2i,1
nand2,4
nand3,2
nand4,1
nor2b,1
o21ai,10
or3,3
xnor2,1
xor2,2
No activity file was given, so power comes from the tool's default toggle rates.
